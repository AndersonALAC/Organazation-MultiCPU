### design/flow/run.sh
#!/bin/bash
# OpenROAD 26Q1-2900-gdf79404cd8, Yosys 0.63+post, stock flow scripts
make -C /OpenROAD-flow-scripts/flow DESIGN_CONFIG=/design/flow/config.mk WORK_HOME=/design/flow/orfs finish
### design/flow/config.mk
export PLATFORM = sky130hd
export DESIGN_NAME = MUX8T1_16
export DESIGN_NICKNAME = MUX8T1_16
export VERILOG_FILES = /design/flow/design.v
export SDC_FILE = /design/flow/constraint.sdc
export NUM_CORES = 4
export LEC_CHECK = 1
export CORE_AREA = 10 10 78 78
export DIE_AREA = 0 0 88 88
### design/flow/constraint.sdc
current_design MUX8T1_16

set clk_period 4.4
set clk_io_pct 0.2

create_clock -name clk0 -period $clk_period

set non_clock_inputs [all_inputs -no_clocks]
set_input_delay [expr $clk_period * $clk_io_pct] -clock clk0 $non_clock_inputs
set_output_delay [expr $clk_period * $clk_io_pct] -clock clk0 [all_outputs]
### design/flow/design.v
`timescale 1ns / 1ps
module MUX8T1_16(
    input [2:0] s,
    input [15:0] I0,
    input [15:0] I1,
    input [15:0] I2,
    input [15:0] I3,
    input [15:0] I4,
    input [15:0] I5,
    input [15:0] I6,
    input [15:0] I7,
    output [15:0] out
    );
    wire EN0 = (~s[2]) & (~s[1]) & (~s[0]);
    wire EN1 = (~s[2]) & (~s[1]) & ( s[0]);
    wire EN2 = (~s[2]) & ( s[1]) & (~s[0]);
    wire EN3 = (~s[2]) & ( s[1]) & ( s[0]);
    wire EN4 = ( s[2]) & (~s[1]) & (~s[0]);
    wire EN5 = ( s[2]) & (~s[1]) & ( s[0]);
    wire EN6 = ( s[2]) & ( s[1]) & (~s[0]);
    wire EN7 = ( s[2]) & ( s[1]) & ( s[0]);
    assign out = ({16{EN0}} & I0) | 
                 ({16{EN1}} & I1) | 
                 ({16{EN2}} & I2) | 
                 ({16{EN3}} & I3) |
                 ({16{EN4}} & I4) | 
                 ({16{EN5}} & I5) | 
                 ({16{EN6}} & I6) | 
                 ({16{EN7}} & I7);
endmodule
==> results.sh <==
# implementation run metrics
export IMPL_dpl_instance_area_sq_mm=0.00256
export IMPL_setup_viol=0
export IMPL_cts_hold_buf=0
export IMPL_fin_crit_sh=0.819
export IMPL_ios=147
export IMPL_cts_setup_buffers=0
export IMPL_ys_area_sq_mm=0.00107
export IMPL_tool_warnings=33
export IMPL_first_pass_iters=3
export IMPL_cp_required_ns=3.52
export IMPL_fill_cells=352
export IMPL_synthesis_area_sq_mm=0.00107
export IMPL_avgRoutedWirePerCell_um=21.4
export IMPL_drive_above_1_share=0.117
export IMPL_ff_count=0
export IMPL_grt_pass1_wl_mm=7.76
export IMPL_fin_worst_hold_slack_ns=2.96
export IMPL_rsz0062_at_grt="false"
export IMPL_final_common_cell="clkdlybuf4s50_1"
export IMPL_comb_power_share=1.000
export IMPL_final_cell_mix="clkdlybuf4s50_1 (146), mux4_1 (28), mux2_2 (16), mux4_2 (4)"
export IMPL_p_per_area_mw_per_mm2=90.9
export IMPL_place_port_buffers=147
export IMPL_fin_tns_setup_ns=0
export IMPL_hold_viol=0
export IMPL_dieWidth_um=88
export IMPL_drt_iter0_drc=24
export IMPL_arrival_ns=2.73
export IMPL_ys_cells=57
export IMPL_seq_power_share=0
export IMPL_cts_resized_gates=0
export IMPL_worst_slew_pin_slew_ns=0.746
export IMPL_top_area_cell="mux4_1"
export IMPL_synthTopCellsByArea="mux4_1 (69%), mux2_2 (17%), mux4_2 (8.4%)"
export IMPL_overflow=0
export IMPL_regArea_sq_um=0
export IMPL_chip_area_sq_mm=0.00774
export IMPL_clkPwrFrac=0
export IMPL_antenna_found_initial=0
export IMPL_final_util=0.581
export IMPL_drt_wl_total_mm=5.32
export IMPL_place_inst=249
export IMPL_gp_congestion=0.811
export IMPL_ir_worst_vdd_v=0.0000486
export IMPL_core_area_sq_mm=0.00441
export IMPL_rows=24
export IMPL_maxCapViolCount=0
export IMPL_clockBufferCount=0
export IMPL_ant_nets=0
export IMPL_syn2layout_area_growth_pct=139
export IMPL_stdcell_count=249
export IMPL_startpoint_type="input pin"
export IMPL_dp_hpwl_mm=4.85
export IMPL_synth_avg_cell_area_sq_um=18.8
export IMPL_fmax_ghz=0.277
export IMPL_finalMaxSlewViolations=0
export IMPL_cp_end_kind="primary output"
export IMPL_grt_total_usage=0.129
export IMPL_grt_pass1_vias=1509
export IMPL_outcome="finished clean"
export IMPL_die_h_um=88
export IMPL_p_leak_uw=0.000972
export IMPL_initCoreUtil=0.243
export IMPL_criticalPathCategory="input pin to primary output"
export IMPL_syn_instance_count=57
export IMPL_min_path_type="input pin to primary output"
export IMPL_cp_max_fo=18
export IMPL_layout_area_comb_sq_mm=0.00101
export IMPL_antenna_cells=0
export IMPL_synth_cell_type_count=7
export IMPL_grt_max_degree=33
export IMPL_p_switching_uw=43.7
export IMPL_final_min_clock_period_ns=3.61
export IMPL_postLayoutCellArea_sq_mm=0.00256
export IMPL_ys_warn_count=0
export IMPL_route_vias_total=1243
export IMPL_drc_errors=0
export IMPL_p_sw_frac=0.188
export IMPL_yosys_stat_seqShare=0
export IMPL_synth_top_area_share=0.687
export IMPL_slew_headroom=0.501
export IMPL_viasPerCell=4.99
export IMPL_internal_power_uw=189
## cells in the mapped netlist
cell / instances
buf_1: 2
buf_6: 4
clkbuf_1: 2
clkbuf_2: 1
mux2_2: 16
mux4_1: 28
mux4_2: 4
## power by group through the flow
stage	Clock [uW]	Sequential (uW)	Combinational [uW]
6_report	0	0	233
5_1_grt	0	0	250
4_1_cts	0	0	238
## kinds of logic (layout without fill, tap and decap cells)
kind of cell,count (synthesis),after routing,synth area share
mux,48,48,0.939
buf+inv,9,149,0.0607
## per-layer routing
layer,vias up,GRT usage,share of wire
met1,573,0.121,0.30
met4,0,0,0
li1,584,-,-
met3,0,0.0982,0.19
met2,86,0.231,0.51
met5,-,0,0
## path summary, 6_finish.rpt
kind / startpoint / end / depth (start not counted)
max: s[0] / out[6] / 5
min: s[0] / out[5] / 4
## cell type report
class | instances | area share
well taps | 52 | 0.0254
multi-input cells | 48 | 0.392
repair buffers | 149 | 0.582
## through the flow
step	setup WS [ns]	total power, uW
CTS	0.760	238
detailed placement	0.761	237
global placement	0.765	235
global route	0.695	250
finish	0.794	233
floorplan	1.62	77.3
## critical path, stage by stage
cell and delay [ns]:
buf_2 0.35, buf_12 0.23, mux4_1 0.56, mux2_2 0.27
clkdlybuf4s50_1 0.42
Power is estimated from default activity; no workload was simulated.
